**design.v**
```verilog
`timescale 1ns/1ps
module VM(		i_clk, 
				i_rst_n,
				i_buy,
				i_product,
				i_money, 
				o_busy,
				o_no_change,
				o_not_enough, 
				o_other_product,
				o_change,
				o_strobe_ch,
				o_product, 
				o_strobe_pr,
				o_empty
				);
parameter   CASH_WIDTH = 6  ;				
parameter   [CASH_WIDTH-1:0]CASH_100   = 10 ;
parameter   [CASH_WIDTH-1:0]CASH_50    = 10 ;
parameter   [CASH_WIDTH-1:0]CASH_20    = 10 ;
parameter   [CASH_WIDTH-1:0]CASH_10    = 10 ;
parameter   [CASH_WIDTH-1:0]CASH_5     = 10 ;
parameter   [CASH_WIDTH-1:0]CASH_2     = 10 ;
parameter   [CASH_WIDTH-1:0]CASH_1     = 10 ;
parameter   [CASH_WIDTH-1:0]CASH_05    = 10 ;
parameter   [CASH_WIDTH-1:0]CASH_025   = 10 ;
parameter   [CASH_WIDTH-1:0]CASH_01    = 10 ;
parameter   [CASH_WIDTH-1:0]CASH_005   = 10 ;
parameter   [CASH_WIDTH-1:0]CASH_001   = 10 ;
parameter   AMOUNT_WIDTH = 10  ;
parameter   [AMOUNT_WIDTH-1:0]AMOUNT_ESPRESSO      = 2 ;
parameter   [AMOUNT_WIDTH-1:0]AMOUNT_AMERICANO     = 2 ;   
parameter   [AMOUNT_WIDTH-1:0]AMOUNT_LATTE         = 2 ;
parameter   [AMOUNT_WIDTH-1:0]AMOUNT_TEA           = 2 ;
parameter   [AMOUNT_WIDTH-1:0]AMOUNT_MILK          = 2 ;
parameter   [AMOUNT_WIDTH-1:0]AMOUNT_HOT_CHOCOLATE = 2 ;
parameter   [AMOUNT_WIDTH-1:0]AMOUNT_NUTS          = 2 ;
parameter   [AMOUNT_WIDTH-1:0]AMOUNT_SNICKERS      = 2 ;
parameter   [AMOUNT_WIDTH-1:0]AMOUNT_BOUNTY        = 2 ; 
parameter   [AMOUNT_WIDTH-1:0]AMOUNT_GUMS          = 2 ;
parameter   PRICE_ESPRESSO      = 1600 ;
parameter   PRICE_AMERICANO     = 1600 ;   
parameter   PRICE_LATTE         = 1600 ;
parameter   PRICE_TEA           = 1200 ;
parameter   PRICE_MILK          = 2000 ;
parameter   PRICE_HOT_CHOCOLATE = 1600 ;
parameter   PRICE_NUTS          = 1000 ;
parameter   PRICE_SNICKERS      = 2000 ;
parameter   PRICE_BOUNTY        = 2000 ; 
parameter   PRICE_GUMS          = 500 ;
localparam  ESPRESSO      = 1 ;
localparam  AMERICANO     = 2 ;   
localparam  LATTE         = 3 ;
localparam  TEA           = 4 ;
localparam  MILK          = 5 ;
localparam  HOT_CHOCOLATE = 6 ;
localparam  NUTS          = 7 ;
localparam  SNICKERS      = 8 ;
localparam  BOUNTY        = 9 ; 
localparam  GUMS          = 10;
localparam  START         = 1 ;
localparam  TAKE_ORDER    = 2 ;
localparam  TAKE_MONEY    = 3 ;
localparam  CHANGE_CALC   = 4 ;
localparam  CHANGE_SEL    = 5 ;
localparam  CASH_SEL      = 6 ;
localparam  GIVE_ORDER    = 7 ;
localparam  GIVE_MONEY    = 8 ;
localparam  EMPTY         = 9;
input			i_clk, i_rst_n, i_buy;
input	[3:0]	i_product;
input	[15:0]	i_money;
output reg			o_busy, o_no_change, o_not_enough, o_other_product,o_empty;
output reg	[3:0]	o_product;
output reg	[15:0]	o_change;
output reg			o_strobe_ch, o_strobe_pr;
reg [CASH_WIDTH-1:0] buf_add;
reg [CASH_WIDTH-1:0] cash_100,next_cash_100;
reg [CASH_WIDTH-1:0] cash_50,next_cash_50;
reg [CASH_WIDTH-1:0] cash_20,next_cash_20;
reg [CASH_WIDTH-1:0] cash_10,next_cash_10;
reg [CASH_WIDTH-1:0] cash_5,next_cash_5;
reg [CASH_WIDTH-1:0] cash_2,next_cash_2;
reg [CASH_WIDTH-1:0] cash_1,next_cash_1;
reg [CASH_WIDTH-1:0] cash_05,next_cash_05;
reg [CASH_WIDTH-1:0] cash_025,next_cash_025;
reg [CASH_WIDTH-1:0] cash_01,next_cash_01;
reg [CASH_WIDTH-1:0] cash_005,next_cash_005;
reg [CASH_WIDTH-1:0] cash_001,next_cash_001;
reg  [AMOUNT_WIDTH-1:0] buf_sub;  
reg  [AMOUNT_WIDTH-1:0] amount_espresso,espresso;
reg  [AMOUNT_WIDTH-1:0] amount_americano,americano;   
reg  [AMOUNT_WIDTH-1:0] amount_latte,latte;
reg  [AMOUNT_WIDTH-1:0] amount_tea,tea;
reg  [AMOUNT_WIDTH-1:0] amount_milk,milk;
reg  [AMOUNT_WIDTH-1:0] amount_hot_chokolate,hot_chokolate;
reg  [AMOUNT_WIDTH-1:0] amount_nuts,nuts;
reg  [AMOUNT_WIDTH-1:0] amount_snickers,snickers;
reg  [AMOUNT_WIDTH-1:0] amount_bounty,bounty; 
reg  [AMOUNT_WIDTH-1:0] amount_gums,gums;
reg	[5:0]	state;
reg			p_busy, p_no_change, p_not_enough, p_other_product,p_empty;
reg	[3:0]	p_product;
reg	[15:0]	p_change;
reg			p_strobe_ch, p_strobe_pr;
reg	[5:0]	next_state;
reg			next_p_busy, next_p_no_change, next_p_not_enough, next_p_other_product,next_p_empty;
reg	[3:0]	next_p_product;
reg	[15:0]	next_p_change;
reg			next_p_strobe_ch, next_p_strobe_pr;
reg	[15:0]    		payment,next_payment;
reg	[15:0]			change,next_change;
reg	[CASH_WIDTH-1:0]	amount, next_amount;
reg	[15:0]			price,next_price;
reg	[15:0]			try,next_try;
reg	[15:0]			change_sel,next_change_sel;
reg	[3:0]			r_product, next_r_product;  
reg	[9:0]			empty,next_empty;  
always @(posedge i_clk, negedge i_rst_n) begin
	if(!i_rst_n)begin
		cash_100	<= CASH_100;
		cash_50   <= CASH_50;
		cash_20   <= CASH_20;
		cash_10   <= CASH_10;
		cash_5    <= CASH_5;
		cash_2    <= CASH_2;
		cash_1    <= CASH_1;
		cash_05   <= CASH_05;
		cash_025  <= CASH_025;
		cash_01   <= CASH_01;
		cash_005  <= CASH_005;
		cash_001  <= CASH_001;
		amount_espresso      <= AMOUNT_ESPRESSO;
		amount_americano     <= AMOUNT_AMERICANO;   
		amount_latte         <= AMOUNT_LATTE;
		amount_tea           <= AMOUNT_TEA;
		amount_milk          <= AMOUNT_MILK;
		amount_hot_chokolate <= AMOUNT_HOT_CHOCOLATE;
		amount_nuts          <= AMOUNT_NUTS;
		amount_snickers      <= AMOUNT_SNICKERS;
		amount_bounty        <= AMOUNT_BOUNTY; 
		amount_gums          <= AMOUNT_GUMS;
		state           <= START;
		p_busy          <=  0;
		p_no_change     <=  0;
		p_not_enough    <=  0;
		p_other_product <=  0;
		p_product       <=  0;
		p_change        <=  0;
		p_strobe_ch     <=  0;
		p_strobe_pr     <=  0;
		p_empty         <=0 ;
		payment       <= 0;
		change        <= 0;
		amount        <= CASH_100;
		price         <= 0;
		try           <= 0;
		change_sel    <= 10000;
		r_product     <= 0;
		empty         <= 10'b11_1111_1111;
	end
	else	begin
		amount_espresso      <= espresso;
		amount_americano     <= americano;   
		amount_latte         <= latte;
		amount_tea           <= tea;
		amount_milk          <= milk;
		amount_hot_chokolate <= hot_chokolate;
		amount_nuts          <= nuts;
		amount_snickers      <= snickers;
		amount_bounty        <= bounty; 
		amount_gums          <= gums;
		cash_100  <= next_cash_100;
		cash_50   <= next_cash_50;
		cash_20   <= next_cash_20;
		cash_10   <= next_cash_10;
		cash_5    <= next_cash_5;
		cash_2    <= next_cash_2;
		cash_1    <= next_cash_1;
		cash_05   <= next_cash_05;
		cash_025  <= next_cash_025;
		cash_01   <= next_cash_01;
		cash_005  <= next_cash_005;
		cash_001  <= next_cash_001;
		state           <= next_state;
		p_busy          <= next_p_busy;
		p_no_change     <= next_p_no_change;
		p_not_enough    <= next_p_not_enough;
		p_other_product <= next_p_other_product;
		p_product       <= next_p_product;
		p_change        <= next_p_change;
		p_strobe_ch     <= next_p_strobe_ch;
		p_strobe_pr     <= next_p_strobe_pr;
		p_empty         <= next_p_empty;
		payment       <= next_payment;
		change        <= next_change;
		amount        <= next_amount;
		price         <= next_price;
		try           <= next_try;
		change_sel    <= next_change_sel;
		r_product     <= next_r_product;
		empty         <= next_empty;
	end
end
always@* begin
	espresso      = amount_espresso;
	americano     = amount_americano;   
	latte         = amount_latte;
	tea           = amount_tea;
	milk          = amount_milk;
	hot_chokolate = amount_hot_chokolate;
	nuts          = amount_nuts;
	snickers      = amount_snickers;
	bounty        = amount_bounty; 
	gums          = amount_gums;
	next_cash_100 = cash_100; 
	next_cash_50  = cash_50;
	next_cash_20  = cash_20;
	next_cash_10  = cash_10;
	next_cash_5   = cash_5;
	next_cash_2   = cash_2;
	next_cash_1   = cash_1;
	next_cash_05  = cash_05;
	next_cash_025 = cash_025;
	next_cash_01  = cash_01;
	next_cash_005 = cash_005;
	next_cash_001 = cash_001;
	next_state		= state;
	next_p_busy         = p_busy;
	next_p_no_change    = p_no_change;
	next_p_not_enough   = p_not_enough;
	next_p_other_product= p_other_product;
	next_p_product      = p_product;
	next_p_change       = p_change;
	next_p_strobe_ch    = p_strobe_ch;
	next_p_strobe_pr    = p_strobe_pr;
	next_p_empty        = p_empty;
	next_payment        = payment;
	next_change         = change;  
	next_amount         = amount;
	next_price          = price;
	next_try            = try;
	next_change_sel     = change_sel;
	next_r_product      = r_product;
	next_empty          = empty;
	buf_sub			=0;
	buf_add			=0;
	case(state)
		START       :	begin			                	       
						if(empty==0) begin 
							next_p_empty=~(|empty); 
							next_state = EMPTY; 
							next_p_busy= 1; 
						end 
						else begin 
							if( i_buy == 1) begin 
								next_state = TAKE_ORDER; 
								next_p_busy  = 1; 
								next_payment = 0; 
							end 
						end 
					end
		TAKE_ORDER  :	begin 
						next_r_product = i_product; 
						case (next_r_product) 
							ESPRESSO      : buf_sub = espresso; 
							AMERICANO     : buf_sub = americano; 
							LATTE         : buf_sub = latte; 
							TEA           : buf_sub = tea; 
							MILK          : buf_sub = milk; 
							HOT_CHOCOLATE : buf_sub = hot_chokolate; 
							NUTS          : buf_sub = nuts; 
							SNICKERS      : buf_sub = snickers; 
							BOUNTY        : buf_sub = bounty; 
							GUMS          : buf_sub = gums; 
							default       : buf_sub = 0; 
						endcase
						if( buf_sub != 0 )	begin 
							buf_sub = buf_sub - 1'b1; 
							next_empty     = empty;
							case (next_r_product) 
							ESPRESSO      :	begin 
												espresso       = buf_sub; 
												next_price     = PRICE_ESPRESSO; 
												next_empty[ESPRESSO-1]  =|buf_sub; 
											end
							AMERICANO     :	begin 
												americano      = buf_sub; 
												next_price     = PRICE_AMERICANO; 
												next_empty[AMERICANO-1]  =|buf_sub; 
											end 
							LATTE         :	begin 
												latte          = buf_sub; 
												next_price     = PRICE_LATTE; 
												next_empty[LATTE-1]  =|buf_sub; 
											end 
							TEA           :	begin 
												tea            = buf_sub; 
												next_price     = PRICE_TEA; 
												next_empty[TEA-1]  =|buf_sub; 
											end 
							MILK          :	begin 
												milk           = buf_sub; 
												next_price     = PRICE_MILK; 
												next_empty[MILK-1]  =|buf_sub; 
											end 
							HOT_CHOCOLATE :	begin 
												hot_chokolate  = buf_sub; 
												next_price     = PRICE_HOT_CHOCOLATE; 
												next_empty[HOT_CHOCOLATE-1]  =|buf_sub; 
											end 
							NUTS          :	begin 
												nuts           = buf_sub; 
												next_price     = PRICE_NUTS; 
												next_empty[NUTS-1]  =|buf_sub; 
											end 
							SNICKERS      :	begin 
												snickers       = buf_sub; 
												next_price     = PRICE_SNICKERS; 
												next_empty[SNICKERS-1]  =|buf_sub; 
											end 
							BOUNTY        :	begin 
												bounty         = buf_sub; 
												next_price     = PRICE_BOUNTY; 
												next_empty[BOUNTY-1]  =|buf_sub; 
												end  
							GUMS          :	begin 
												gums           = buf_sub; 
												next_price     = PRICE_GUMS; 
												next_empty[GUMS-1]  =|buf_sub; 
											end 
							default       :	begin 
												buf_sub        = 0; 
											end
							endcase
							next_state = TAKE_MONEY;
							next_p_other_product = 0;
						end
						else	begin
							next_p_other_product = 1; 
						end
					end
		TAKE_MONEY  :	begin
						next_payment = payment + i_money;
						if( next_payment >= price )	begin
							next_state = CHANGE_CALC;
							next_p_not_enough = 0;
						end
						else	begin
							next_p_not_enough = 1;
						end
						case(i_money)
							10000 :    buf_add = cash_100;
							5000  :    buf_add = cash_50;
							2000  :    buf_add = cash_20;
							1000  :    buf_add = cash_10;
							500   :    buf_add = cash_5;
							200   :    buf_add = cash_2;
							100   :    buf_add = cash_1;
							50    :    buf_add = cash_05;
							25    :    buf_add = cash_025;
							10    :    buf_add = cash_01;
							5     :    buf_add = cash_005;
							1     :    buf_add = cash_001;
							default:	 buf_add=0;
						endcase
						buf_add = buf_add + 1'b1;
						case(i_money)
							10000 :    next_cash_100  = buf_add;
							5000  :    next_cash_50   = buf_add;
							2000  :    next_cash_20   = buf_add;
							1000  :    next_cash_10   = buf_add;
							500   :    next_cash_5    = buf_add;
							200   :    next_cash_2    = buf_add;
							100   :    next_cash_1    = buf_add;
							50    :    next_cash_05   = buf_add;
							25    :    next_cash_025  = buf_add;
							10    :    next_cash_01   = buf_add;
							5     :    next_cash_05   = buf_add;
							1     :    next_cash_001  = buf_add;
							default:	 buf_add=0;						  
						endcase
					end
		CHANGE_CALC :	begin
						next_change = payment - price;
						next_state = CHANGE_SEL;
					end               
		CHANGE_SEL  :	begin
						next_try = change - change_sel; 
                    		if( ( change >= next_try ) && ( amount > 0 ) ) begin 
                    			next_p_change = change_sel; 
                    			next_change = next_try; 
                    			next_amount = amount - 1'b1 ; 
                    		end 
                    		else begin 
                    			next_p_change = 0; 
                    			next_change = change; 
                    			next_amount = amount; 
                    			next_state = CASH_SEL; 
                    		end 
                    	end
		CASH_SEL    :	begin 
                    		case(change_sel) 
                    		10000:	begin 
                    					next_change_sel = 5000; 
                    					if( p_strobe_ch == 1 ) next_cash_100   = amount; 
                    					next_amount     = cash_50; 
                    				end
						5000 :	begin 
                    					next_change_sel = 2000; 
                    					if( p_strobe_ch == 1 ) next_cash_50    = amount; 
                    					next_amount     = cash_20; 
                    				end 
                    		2000 :	begin 
                    					next_change_sel = 1000; 
                    					if( p_strobe_ch == 1 ) next_cash_20    = amount; 
                    					next_amount     = cash_10; 
                    			end
						1000 :	begin 
                    					next_change_sel = 500; 
                    					if( p_strobe_ch == 1 ) next_cash_10    = amount; 
                    					next_amount     = cash_5; 
                    				end
						500  :	begin 
                    					next_change_sel = 200; 
                    					if( p_strobe_ch == 1 ) next_cash_5     = amount; 
                    					next_amount     = cash_2; 
                    				end
						200  :	begin 
                    					next_change_sel = 100; 
                    					if( p_strobe_ch == 1 ) next_cash_2     = amount; 
                    					next_amount     = cash_1; 
                    				end
						100  :	begin 
                    					next_change_sel = 50; 
                    					if( p_strobe_ch == 1 ) next_cash_1     = amount; 
                    					next_amount     = cash_05; 
                    				end 
                    		50   :	begin 
                    					next_change_sel = 25; 
                    					if( p_strobe_ch == 1 ) next_cash_05    = amount; 
                    					next_amount     = cash_025; 
                    				end 
                    		25   :	begin 
                    					next_change_sel = 10; 
                    					if( p_strobe_ch == 1 ) next_cash_025   = amount; 
                    					next_amount     = cash_01; 
                    				end 
                    		10   :	begin 
                    					next_change_sel = 5; 
                    					if( p_strobe_ch == 1 ) next_cash_01    = amount; 
                    					next_amount     = cash_005; 
                    				end 
                    		5    :	begin 
                    					next_change_sel = 1; 
                    					if( p_strobe_ch == 1 ) next_cash_005   = amount; 
                    					next_amount     = cash_001; 
                    				end 
                    		1    :	begin 
                    					next_change_sel = 10000; 
                    					if( p_strobe_ch == 1 ) next_cash_001   = amount; 
                    					next_amount     = cash_100; 
                    				end 
                    		default: 	next_state = START; 
                    		endcase
						if( ( change_sel == 1 ) && ( change != 0 ) ) begin
							next_state = CHANGE_SEL;
							next_change = payment;
							next_p_strobe_ch = 1;
							next_p_no_change = 1;
						end                       
						else begin
							if ( change == 0 ) begin
								next_change_sel = 10000;
								next_amount     = cash_100;
								if( p_strobe_ch == 1 ) begin
									next_state = START;
									next_p_strobe_ch = 0;
									next_p_no_change = 0;
									next_p_busy = 0;
								end
								else	begin
									next_state = GIVE_ORDER;
									next_p_strobe_pr = 1;
									next_p_product = r_product;
								end
							end
							else	begin
								next_state = CHANGE_SEL;
							end
						end
					end
		GIVE_ORDER:	begin
						next_p_strobe_pr = 0;
						next_p_product = 0;                 
						next_state = CHANGE_CALC;
						next_p_strobe_ch = 1;
					end
		EMPTY     :	begin next_state = EMPTY;
					end
	endcase
end				
always@*	begin
	o_busy=p_busy;
	o_no_change=p_no_change;
	o_not_enough=p_not_enough; 
	o_other_product=p_other_product;
	o_change=p_change;
	o_strobe_ch=p_strobe_ch;
	o_product=p_product; 
	o_strobe_pr=p_strobe_pr;
	o_empty = p_empty;
end				
endmodule
```
**run.sh**
```bash
#!/bin/bash
# OpenROAD 26Q1-2900-gdf79404cd8, Yosys 0.63+post, stock flow scripts
make -C /OpenROAD-flow-scripts/flow DESIGN_CONFIG=/design/flow/config.mk WORK_HOME=/design/flow/orfs finish
```
**config.mk**
```make
export PLATFORM = sky130hd
export DESIGN_NAME = VM
export DESIGN_NICKNAME = VM
export VERILOG_FILES = /design/flow/design.v
export SDC_FILE = /design/flow/constraint.sdc
export NUM_CORES = 4
export LEC_CHECK = 1
export CORE_UTILIZATION = 40
```
**constraint.sdc**
```tcl
current_design VM

set clk_period 8.6
set clk_io_pct 0.2

create_clock -name clk0 -period $clk_period [get_ports {i_clk}]

set non_clock_inputs [all_inputs -no_clocks]
set_input_delay [expr $clk_period * $clk_io_pct] -clock clk0 $non_clock_inputs
set_output_delay [expr $clk_period * $clk_io_pct] -clock clk0 [all_outputs]
```
==> flow_summary.yaml <==
# flow metrics
cts:
  ctsResizeCount: 0
  cts_max_level: 2
  cts_setup_buffers: 0
  cts_tree: "yes"
  cts.sinks: 283
  cts_buffers: 35
  hold_buffers: 0
  cts_root_buf: "clkbuf_16"
  clk_pin_slew_ns: 0.06
  cts.path.max_buffers: 3
  clk_latency_ns: 0.55
detailed_routing:
  wl_per_cell_um: 22.28
  drc: 0
  vias_per_cell: 5.943
  dr_total_vias: 14030
  drtAntennaViolNets: 0
  dr.pass1.iters: 8
  wl_mm: 52.58
  drtIter0Drc: 1108
floorplan:
  ios: 50
  die_x_um: 207.7
  fp-utilization_pct: 40.97
  dieArea_mm2: 0.04312
  placementRows: 74
  die_h_um: 207.7
  fp.coreArea_mm2: 0.04129
pwr:
  power_density_mw_per_mm2: 221.0
  ir_drop_v: 0.0001489
  p_leak_nw: 8.362
sta:
  rsz0062_at_grt: "false"
  slew_headroom_pct: 43.76
  final_hold_viol_count: 0
  drv_slew: 0
  worstMarginPinSlew_ns: 0.8407
  fin_worst_skew_ns: 0.02175
  setup_viol: 0
  finalCritPeriodShare_pct: 64.01
  min_period_ns: 5.505
  finalSetupTns_ns: 0
  fmax_mhz: 181.7
worst_setup_path:
  path_common_cell: "buf_4"
  end_kind: "flip-flop"
  cp_slowest_cell: "clkdlybuf4s50_1"
  crit_start: "i_product[3]"
  critPathKind: "input pin to flip-flop"
  worstPathCellList: "clkdlybuf4s50_1 > buf_4 > nand2b_1 > o31ai_1 > nor4_4 > ha_1 > nand4_1 > xnor2_1 > buf_4 > or3b_1 > or4_4 > nor3_4 > a21oi_1"
  arrival_ns: 5.94
  cp_slowest_stage_delay_ns: 0.94
  cp_max_fo: 26
  required_ns: 9.03
  r2r-start: "change_sel[2]$_DFFE_PN0P_"
  worstSetupStartpointType: "input pin"
finish:
  regArea_mm2: 0.007148
  logic_area_mm2: 0.009170
  drive_above_1_share_pct: 16.91
  fin_util_pct: 46.72
  lay_top_count: "dfrtp_1"
  area_growth_pct: 14.04
  num-fill-cells: 3807
  lay_top_cells: "dfrtp_1, nand2_1, nor2_1"
grt:
  grt_usage_pct: 25.73
  grt_pass1_vias: 13950
  overflow: 0
  grt.met2_usage_pct: 38.95
  grt_pass1_wl_mm: 82.92
  grtUsageMet1_pct: 37.59
  grt-busiest-layer: "met2"
  grt_start_max_net_pins: 63
  grt_antenna_before_repair: 2
  met3_usage_pct: 5.867
synthesis:
  yosysWarningCount: 1
  syn_inst: 1747
  ys_ff: 283
  ys_seq_share_pct: 42.25
  ys_cells: 1747
  flop_cell: "dfrtp_1"
  edf_count: 0
  syn_area_mm2: 0.01692
  async_flop_share_pct: 100.0
  avgSynthCellArea_um2: 9.684
  yosys-stat-area_mm2: 0.01692
  synthDistinctLibCells: 93
placed_design:
  hpwl_mm: 37.32
  port_buffers: 49
  gp_congestion: 0.9754
hold_path:
  hold_path_class: "flip-flop to flip-flop"
  hold_start: "amount_bounty[1]$_DFFE_PN1P_"
run:
  warnings: 27
  cap_violations: 0
run_status:
  run_status: "complete, no violations"
==> critical path: cells and delay by family <==
family / cells / cell delay, ns
XOR/XNOR: 1 / 0.16
AND/OR/NAND/NOR: 6 / 1.95
adder cells (fa/ha/maj): 1 / 0.35
buffers and inverters: 3 / 1.51
AND-OR/OR-AND: 2 / 0.25
==> path summary, 6_finish.rpt <==
kind	endpoint	cells past startpoint	slack, ns
max reg2reg	change[5]$_DFFE_PN0P_	16	3.77
max in group asynchronous	amount_tea[4]$_DFFE_PN0P_	3	5.68
max	empty[0]$_DFFE_PN1P_	13	3.10
min in group asynchronous	change[12]$_DFFE_PN0P_	1	1.10
min	amount_bounty[1]$_DFFE_PN1P_	2	0.46
min reg2reg	amount_bounty[1]$_DFFE_PN1P_	2	0.46
==> cell families (layout without fill, tap and decap cells) <==
kind of cell | Yosys count | in the layout | share of synthesized area, %
simple gates | 618 | 618 | 19.35
compound gates | 443 | 443 | 17.76
flops | 283 | 283 | 42.25
buf+inv | 150 | 230 | 3.875
mux | 136 | 136 | 9.030
fa+ha+maj | 70 | 70 | 5.310
xor+xnor | 47 | 47 | 2.433
other cells | 0 | 1 | 0
==> report_power, final <==
group	switching, mW	internal, mW
clock network	0.583	0.875
logic	0.707	0.460
registers	0.154	1.48
total	1.44	2.82
==> flip-flops by register name (all words and copies together) (netlist names), 16 cells and up <==
| register | flops |
|---|---|
| change | 16 |
| change_sel | 16 |
| p_change | 16 |
| payment | 16 |
==> cell type report <==
| type | instances | area share (%) |
|---|---|---|
| clock buffer | 56 | 5.681 |
| timing repair buffer | 111 | 4.903 |
| sequential | 283 | 37.05 |
| multi-input combinational | 1314 | 47.53 |
| clock inverter | 8 | 0.2983 |
| inverter | 55 | 1.070 |
| tap | 532 | 3.450 |
| antenna | 1 | 0.01297 |
==> per-stage QoR <==
step	hold slack (ns)	total power, mW	cell area (um^2)	setup slack, ns	std cells
floorplan	0.4174	2.437	16920	3.795	1747
detailed placement	0.4575	2.816	18140	2.612	2295
finish	0.4621	4.263	19290	3.095	2360
CTS	0.4658	4.305	19290	3.170	2359
global route	0.4886	4.512	19290	2.876	2359
global placement	0.4531	2.800	18140	2.642	2295
==> per-layer routing <==
layer | wire length [um] | up-vias
li1 | - | 6610
met1 | 22700 | 6796
met2 | 23880 | 510
met3 | 4004 | 107
met4 | 1982 | 2
met5 | 14 | -
==> cell usage after synthesis, types with 7 or more instances <==
library cell / instances / share of area, %
nor2b_1: 16 / 0.59
dfstp_2: 52 / 8.1
mux2i_1: 24 / 1.4
a32o_1: 10 / 0.59
buf_4: 9 / 0.40
o21ai_0: 98 / 2.9
a21o_1: 11 / 0.49
o211ai_1: 8 / 0.36
a222oi_1: 19 / 1.1
and3_1: 10 / 0.37
a31oi_1: 10 / 0.37
buf_2: 23 / 0.68
or3_1: 8 / 0.30
a22oi_1: 26 / 1.2
nor4_1: 21 / 0.78
a22o_1: 37 / 1.9
or2_2: 13 / 0.48
nand3b_1: 24 / 1.1
a21oi_1: 105 / 3.1
clkbuf_1: 56 / 1.2
nand2_1: 191 / 4.2
nor3_1: 35 / 1.0
o21ai_1: 8 / 0.24
dfrtp_1: 231 / 34
mux2_2: 81 / 5.4
and2_1: 12 / 0.44
xor2_1: 17 / 0.88
a211oi_1: 13 / 0.58
inv_1: 53 / 1.2
o21a_1: 13 / 0.58
ha_1: 67 / 5.0
xnor2_1: 30 / 1.6
nor2_1: 125 / 2.8
nand2b_1: 20 / 0.74
mux2_1: 28 / 1.9
nor4_4: 7 / 0.88
nand4_1: 28 / 1.0
nand3_1: 54 / 1.6
o31ai_1: 14 / 0.62
Power and IR drop assume default switching activity.
