<file path="./design.v">
`timescale 1ns/1ps
module ALU_behavior( i_var1, i_var2, i_sel, o_res );
parameter WIDTH = 4;
input 	  [WIDTH-1:0] 	i_var1, i_var2;
input  	 [2:0]		 	i_sel;
output reg[2*WIDTH-1:0] o_res;
reg		  [2*WIDTH-1:0] res;
reg    [WIDTH-1:0]   sum,sub,nand_res,nor_res;
reg    [2*WIDTH-1:0] mult;
always@*begin
  sum = i_var1 + i_var2;
  sub = i_var1 - i_var2;
  mult = i_var1 * i_var2;
  nand_res = ~(i_var1 & i_var2);
  nor_res = ~(i_var1 | i_var2);
	case(i_sel)
	0:	o_res = {WIDTH*{1'b0},sum};
	1:	o_res = mult;
	2:	o_res = {WIDTH*{1'b0},nand_res};
	3:	o_res = {WIDTH*{1'b0},nor_res};
	4:	o_res = {WIDTH*{1'b0},sub};
	default: o_res = 0;
	endcase
end
endmodule
</file>
<file path="./run.sh">
#!/bin/bash
# OpenROAD 26Q1-2900-gdf79404cd8, Yosys 0.63+post, stock flow scripts
make -C /OpenROAD-flow-scripts/flow DESIGN_CONFIG=/design/flow/config.mk WORK_HOME=/design/flow/orfs finish
</file>
<file path="./config.mk">
export PLATFORM = sky130hd
export DESIGN_NAME = ALU_behavior
export DESIGN_NICKNAME = ALU_behavior
export VERILOG_FILES = /design/flow/design.v
export SDC_FILE = /design/flow/constraint.sdc
export NUM_CORES = 4
export LEC_CHECK = 1
export CORE_AREA = 10 10 79 79
export DIE_AREA = 0 0 89 89
</file>
<file path="./constraint.sdc">
current_design ALU_behavior

set clk_period 3.5
set clk_io_pct 0.2

create_clock -name clk0 -period $clk_period

set non_clock_inputs [all_inputs -no_clocks]
set_input_delay [expr $clk_period * $clk_io_pct] -clock clk0 $non_clock_inputs
set_output_delay [expr $clk_period * $clk_io_pct] -clock clk0 [all_outputs]
</file>
==> flow_metrics.env <==
# flow metrics
export IMPL_hold_viol=0
export IMPL_antenna_found_initial=0
export IMPL_num_rows=25
export IMPL_synth_cells=109
export IMPL_nFlopsAndLatches=0
export IMPL_syn_avg_cell_area_um2=7.68
export IMPL_final_cell_area_um2=1390
export IMPL_fmax_ghz=0.270
export IMPL_gr_total_overflow=0
export IMPL_top_cells_by_area="ha_1 (27%), fa_1 (12%), nand2_1 (4.9%)"
export IMPL_routed_wl_mm=2.21
export IMPL_drc_errors=0
export IMPL_grt_pass1_vias=850
export IMPL_yosysMostFrequentCell="ha_1"
export IMPL_critPathTopFamily="adder cells"
export IMPL_ys_cells=109
export IMPL_outcome="finished, violations left"
export IMPL_final_core_utilization_pct=29.8
export IMPL_ys_seq_share_pct=0
export IMPL_finalSetupViolCount=4
export IMPL_hold_class="in -> out"
export IMPL_place_detailed_hpwl_mm=1.97
export IMPL_slew_headroom_pct=78.6
export IMPL_die_x_um=89
export IMPL_dpl_cell_area_um2=1310
export IMPL_cp_arrival_ps=3010
export IMPL_cp_cell_sequence="buf_8 -> nand2_4 -> fa_1 -> inv_1 -> fa_2 -> fa_2 -> nand2_1 -> a21oi_1 -> or3b_1 -> buf_2"
export IMPL_max_vdd_ir_drop_uv=57.5
export IMPL_layout_drive_gt1_share_pct=44.2
export IMPL_port_buffers=19
export IMPL_cpPeakStageDelay_ps=560
export IMPL_nClkBuffers=0
export IMPL_setup_tns_ps=-625
export IMPL_design_core_area_um2=4660
export IMPL_cap_violations=0
export IMPL_p_clk_share_pct=0
export IMPL_yosysUniqueCellTypes=36
export IMPL_crit_slowest_cell="fa_2"
export IMPL_die_area_um2=7920
export IMPL_ant_nets=0
export IMPL_num_vias=869
export IMPL_syn_cell_area_um2=837
export IMPL_crit_fanout=4
export IMPL_fp_util_pct=18.0
export IMPL_via_per_inst=4.14
export IMPL_maxUsedRoutingLayer="met3"
export IMPL_swShare_pct=42.7
export IMPL_crit_buf_inv=3
export IMPL_area_growth_pct=65.8
export IMPL_violations="setup timing"
export IMPL_top_area_cell="ha_1"
export IMPL_m1WireLength_mm=1.07
export IMPL_hp_start="i_sel[2]"
export IMPL_n_antenna_cell=0
export IMPL_drt_iter0_markers=17
export IMPL_post_place_ws_ps=-1050
export IMPL_routed_wl_met2_mm=1.06
export IMPL_ios=19
export IMPL_wl_per_cell_um=10.5
export IMPL_cpMostUsedCell="fa_2"
export IMPL_path_class="in -> out"
export IMPL_seqPwrFrac_pct=0
export IMPL_grt_pass1_wl_mm=3.66
export IMPL_dr_wl_met3_um=80
export IMPL_die_size_y_um=89
export IMPL_worst_slack_ps=-205
export IMPL_crit_required_ps=2800
export IMPL_groute_usage_overall_pct=5.67
export IMPL_place_congestion=0.840
export IMPL_warnings=37
export IMPL_ys_top_cells_by_count="ha_1 (18), nand2_1 (11), nor2_1 (10)"
export IMPL_flop_area_um2=0
export IMPL_ctsHoldBuffers=0
export IMPL_p_int_uw=114
export IMPL_crit_path_start="i_var1[2]"
export IMPL_drt_pass1_iter_count=4
export IMPL_finalCriticalPeriod_ps=3710
export IMPL_ys_chip_area_um2=837
export IMPL_rsz0062_at_grt="yes"
export IMPL_power_leakage_nw=0.726
export IMPL_p_sw_uw=85.0
export IMPL_endpoint_kind="output port"
export IMPL_final_max_slew_viol_count=0
export IMPL_combPwrFrac_pct=100.0
export IMPL_period_used_pct=106
export IMPL_yosys_warnings=1
export IMPL_start_kind="input port"
export IMPL_top_area_share_pct=26.9
export IMPL_tightest_slew_ps=316
export IMPL_grt_start_max_net_pins=12
export IMPL_powerDensity_nw_per_um2=143
==> per-layer routing <==
layer	track usage (%)	up-vias
li1	-	477
met1	7.63	381
met2	9.97	11
met3	0.826	0
met4	0	0
met5	0	-
==> cell type report <==
| class | instances | area (µm²) |
|---|---|---|
| tap | 54 | 67.6 |
| timing repair buffer | 51 | 422 |
| inverter | 9 | 33.8 |
| multi-input combinational | 96 | 865 |
| fill | 481 | 3270 |
==> what timing repair did <==
action	4_1_cts	5_1_grt
resized	64	11
endpoints found under the hold margin	0	0
setup endpoints to repair	7	7
pin swaps	19	17
setup buffers	1	2
cloned	0	0
==> through the flow <==
step | hold slack (ps) | cells | total power, mW
finish | 1990 | 210 | 0.199
global route | 2020 | 210 | 0.224
CTS | 2050 | 209 | 0.196
detailed placement | 2530 | 208 | 0.180
global placement | 2540 | 208 | 0.179
floorplan | 1430 | 109 | 0.0967
==> final timing paths <==
kind | endpoint | slack (ps) | depth (start not counted)
max | o_res[3] | -210 | 10
min | o_res[2] | 1990 | 3
==> cells by family (layout without fill, tap and decap cells) <==
kind of cell             count (synthesis)  count (layout)  share of synthesized area [%]
adder cells (fa/ha/maj)                 23              23                           38.9
buffers and inverters                   13              60                           6.88
XOR/XNOR                                 6               6                           6.28
AND-OR/OR-AND                           24              24                           19.0
AND/OR/NAND/NOR                         42              42                           27.7
multiplexers                             1               1                           1.35
==> placed cells by master, fill, tap and decap left out, drive strengths merged, types with 2 or more instances in the layout <==
master,n
a21o,4
a21oi,5
and2,6
buf,43
clkdlybuf4s50,2
dlygate4sd2,4
fa,5
ha,18
inv,9
nand2,11
nor2,10
o21ai,7
o22ai,2
or3b,3
xnor2,4
xor2,2
==> power groups by stage <==
stage	clock network, mW	registers (mW)	logic (mW)
4_1_cts	0	0	0.196
5_1_grt	0	0	0.224
6_report	0	0	0.199
Power and IR drop assume default switching activity.
