[/design/flow/design.v]
`timescale 1 ns / 1 ns
module Task1_matlab
               (
                clk,
                clk_enable,
                reset,
                filter_in,
                filter_out
                );
  input   clk; 
  input   clk_enable; 
  input   reset; 
  input   signed [17:0] filter_in;  
  output  signed [17:0] filter_out;  
  parameter signed [5:0] coeff1 = 6'b111101;  
  parameter signed [5:0] coeff2 = 6'b111000;  
  parameter signed [5:0] coeff3 = 6'b111000;  
  parameter signed [5:0] coeff4 = 6'b000000;  
  parameter signed [5:0] coeff5 = 6'b001011;  
  parameter signed [5:0] coeff6 = 6'b010000;  
  parameter signed [5:0] coeff7 = 6'b001011;  
  parameter signed [5:0] coeff8 = 6'b000000;  
  parameter signed [5:0] coeff9 = 6'b111000;  
  parameter signed [5:0] coeff10 = 6'b111000;  
  parameter signed [5:0] coeff11 = 6'b111101;  
  reg  [3:0] cur_count;  
  wire phase_8;  
  wire phase_0;  
  reg  signed [17:0] delay_pipeline [0:10] ;  
  wire signed [17:0] inputmux_1;  
  reg  signed [24:0] acc_final;  
  reg  signed [24:0] acc_out_1;  
  wire signed [22:0] product_1;  
  wire signed [5:0] product_1_mux;  
  wire signed [23:0] mul_temp;  
  wire signed [24:0] prod_typeconvert_1;  
  wire signed [24:0] acc_sum_1;  
  wire signed [24:0] acc_in_1;  
  wire signed [24:0] add_signext;  
  wire signed [24:0] add_signext_1;  
  wire signed [25:0] add_temp;  
  wire signed [17:0] output_typeconvert;  
  reg  signed [17:0] output_register;  
  always @ (posedge clk or posedge reset)
    begin: Counter_process
      if (reset == 1'b1) begin
        cur_count <= 4'b1000;
      end
      else begin
        if (clk_enable == 1'b1) begin
          if (cur_count == 4'b1000) begin
            cur_count <= 4'b0000;
          end
          else begin
            cur_count <= cur_count + 1;
          end
        end
      end
    end  
  assign  phase_8 = (cur_count == 4'b1000 && clk_enable == 1'b1)? 1 : 0;
  assign  phase_0 = (cur_count == 4'b0000 && clk_enable == 1'b1)? 1 : 0;
  always @( posedge clk or posedge reset)
    begin: Delay_Pipeline_process
      if (reset == 1'b1) begin
        delay_pipeline[0] <= 0;
        delay_pipeline[1] <= 0;
        delay_pipeline[2] <= 0;
        delay_pipeline[3] <= 0;
        delay_pipeline[4] <= 0;
        delay_pipeline[5] <= 0;
        delay_pipeline[6] <= 0;
        delay_pipeline[7] <= 0;
        delay_pipeline[8] <= 0;
        delay_pipeline[9] <= 0;
        delay_pipeline[10] <= 0;
      end
      else begin
        if (phase_8 == 1'b1) begin
          delay_pipeline[0] <= filter_in;
          delay_pipeline[1] <= delay_pipeline[0];
          delay_pipeline[2] <= delay_pipeline[1];
          delay_pipeline[3] <= delay_pipeline[2];
          delay_pipeline[4] <= delay_pipeline[3];
          delay_pipeline[5] <= delay_pipeline[4];
          delay_pipeline[6] <= delay_pipeline[5];
          delay_pipeline[7] <= delay_pipeline[6];
          delay_pipeline[8] <= delay_pipeline[7];
          delay_pipeline[9] <= delay_pipeline[8];
          delay_pipeline[10] <= delay_pipeline[9];
        end
      end
    end  
  assign inputmux_1 = (cur_count == 4'b0000) ? delay_pipeline[0] :
                     (cur_count == 4'b0001) ? delay_pipeline[1] :
                     (cur_count == 4'b0010) ? delay_pipeline[2] :
                     (cur_count == 4'b0011) ? delay_pipeline[4] :
                     (cur_count == 4'b0100) ? delay_pipeline[5] :
                     (cur_count == 4'b0101) ? delay_pipeline[6] :
                     (cur_count == 4'b0110) ? delay_pipeline[8] :
                     (cur_count == 4'b0111) ? delay_pipeline[9] :
                     delay_pipeline[10];
  assign product_1_mux = (cur_count == 4'b0000) ? coeff1 :
                        (cur_count == 4'b0001) ? coeff2 :
                        (cur_count == 4'b0010) ? coeff3 :
                        (cur_count == 4'b0011) ? coeff5 :
                        (cur_count == 4'b0100) ? coeff6 :
                        (cur_count == 4'b0101) ? coeff7 :
                        (cur_count == 4'b0110) ? coeff9 :
                        (cur_count == 4'b0111) ? coeff10 :
                        coeff11;
  assign mul_temp = inputmux_1 * product_1_mux;
  assign product_1 = mul_temp[22:0];
  assign prod_typeconvert_1 = $signed({{2{product_1[22]}}, product_1});
  assign add_signext = prod_typeconvert_1;
  assign add_signext_1 = acc_out_1;
  assign add_temp = add_signext + add_signext_1;
  assign acc_sum_1 = add_temp[24:0];
  assign acc_in_1 = (phase_0 == 1'b1) ? prod_typeconvert_1 :
                   acc_sum_1;
  always @ (posedge clk or posedge reset)
    begin: Acc_reg_1_process
      if (reset == 1'b1) begin
        acc_out_1 <= 0;
      end
      else begin
        if (clk_enable == 1'b1) begin
          acc_out_1 <= acc_in_1;
        end
      end
    end  
  always @ (posedge clk or posedge reset)
    begin: Finalsum_reg_process
      if (reset == 1'b1) begin
        acc_final <= 0;
      end
      else begin
        if (phase_0 == 1'b1) begin
          acc_final <= acc_out_1;
        end
      end
    end  
  assign output_typeconvert = (acc_final[22:0] + {acc_final[5], {4{~acc_final[5]}}})>>>5;
  always @ (posedge clk or posedge reset)
    begin: Output_Register_process
      if (reset == 1'b1) begin
        output_register <= 0;
      end
      else begin
        if (phase_8 == 1'b1) begin
          output_register <= output_typeconvert;
        end
      end
    end  
  assign filter_out = output_register;
endmodule   
[/design/flow/run.sh]
#!/bin/bash
# OpenROAD 26Q1-2900-gdf79404cd8, Yosys 0.63+post, stock flow scripts
make -C /OpenROAD-flow-scripts/flow DESIGN_CONFIG=/design/flow/config.mk WORK_HOME=/design/flow/orfs finish
[/design/flow/config.mk]
export PLATFORM = sky130hd
export DESIGN_NAME = Task1_matlab
export DESIGN_NICKNAME = Task1_matlab
export VERILOG_FILES = /design/flow/design.v
export SDC_FILE = /design/flow/constraint.sdc
export NUM_CORES = 4
export LEC_CHECK = 1
export CORE_UTILIZATION = 50
[/design/flow/constraint.sdc]
current_design Task1_matlab

set clk_period 35.7
set clk_io_pct 0.2

create_clock -name clk0 -period $clk_period [get_ports {clk}]

set non_clock_inputs [all_inputs -no_clocks]
set_input_delay [expr $clk_period * $clk_io_pct] -clock clk0 $non_clock_inputs
set_output_delay [expr $clk_period * $clk_io_pct] -clock clk0 [all_outputs]
==> reports/writeup.txt <==
Of the synthesized area, sequential elements account for 41.4%. The tree is rooted in a sky130_fd_sc_hd__clkbuf_16. For the worst-skew pair, the clock arrives at the later sink with an insertion delay of 0.57 ns. Die span in x: 181 µm. The die is 181 µm tall.

The flow ran to the end, and the final reports show no timing, DRC or antenna violations. The clock period could shrink to 9.35 ns. Looking at the setup timing report, the critical path kind is input port to flip-flop. The run gives 16100 µm² as the area of the synthesized netlist per yosys stat. The tools report the number of unique standard cell types used by synthesis as 61. The worst setup path is captured at a flip-flop. The library cell occupying the most area in the post-synthesis netlist is sky130_fd_sc_hd__dfrtp_1.

The report lists the number of cells resized after CTS as 0. In the Yosys report the total cell count is 1897. The transition time recorded at the tightest slew-check pin is 0.873 ns. Looking at the post-CTS report, the setup buffer insertion count equals 0. Per the detail_route log, met2 wirelength is 15800 µm. The clock tree has to reach 266 sinks. Counting flops with an async set or reset pin after synthesis yields a share of 100%. With the ratio of cells with drive above 1 in the final layout at 6.36%, the via density per instance is 5.41. The number of core rows is 65, and the area of the core is 31600 µm².

The routed layout has 12537 vias. With the total overflow reported by the global router at 0, the count of library flops with an enable pin is 0. The clock passes through at most 3 buffers. In the placement report, post-DP HPWL is listed as 24700 µm.

Setup repair after global routing left no endpoint under its margin. The synthesized area divided by synthesized cell count works out to 8.48 µm². The first-pass GRT wire length was 63900 µm.

The run gives 0 for the count of pins over their slew limit. TritonCTS created 30 clock buffers. As logged by OpenROAD, the buffers inserted on ports number 38. H-tree level count: 1. For reference, the clock transition at the flip-flops on the worst setup and hold paths is 0.06 ns.

For the final setup skew, the log shows 0.0225 ns. The chip occupies 32900 µm². TritonCTS built the clock tree. In the routed design, unresolved DRC markers number 0.

For this run, the detailed router's first-pass iteration total came to 5. The run gives 0 as the max capacitance violation total. Compared with the post-synthesis result, the final layout area differs by 11.0%. The maximum fanout count along the critical path is 79, and the number of DRC markers in iteration 0 is 805. The worst-case max-slew headroom was logged as 41.7%. Hold repair after CTS inserted 0 buffers.

The fmax was 107 MHz. The synthesized netlist cell count is 1897. The synthesis report lists the most area-consuming cells as sky130_fd_sc_hd__dfrtp_1, sky130_fd_sc_hd__nand2_1, sky130_fd_sc_hd__fa_1. At the worst endpoint, the required time is 36.19 ns.

The global routing report lists combined usage of all routing layers as 25.4%. After synthesis, the most frequently instantiated cells are sky130_fd_sc_hd__nand2_1, sky130_fd_sc_hd__dfrtp_1, sky130_fd_sc_hd__nor2_1. Before placement the cells fill 50.8% of the core.

Counting flops and latches in the post-synthesis netlist gives 266. With the number of nets with antenna violations after routing at 0, the final-report hold violation count is 0. Number of ports placed on the die boundary: 39.

The run gives 2789 as the fill cell total of the finished layout. The most common cell in the netlist was sky130_fd_sc_hd__nand2_1. The startpoint kind of the worst setup timing path is an input port. Antenna repair during routing inserted a diode count of 0.

At the end of routability-driven placement, the weighted congestion stood at 0.870. The met3 layer wire length in the routed design was 2760 µm. Final hold analysis gives a worst-case slack of 0.461 ns.

The final layout reports a setup TNS of 0 ns. The run gives 41.2% for the area share of the largest cell type after synthesis. The routed design has 37400 µm of wire. The class of the tightest hold or removal check is flip-flop to flip-flop.

Per the finish-stage timing summary, setup violations number 0. After layout, the worst path uses 26.2% of the clock period. For the number of global-route vias before repair, the log shows 12292. Routed signal wires occupy layers up through met4. The synthesized netlist occupies a cell area of 16100 µm². Count of synthesis-stage warnings from yosys: 2.

The arrival time at the worst endpoint was 9.84 ns. The run gives 0 as the number of antenna violations at the first check in global routing. The run gives 16.1 µm for the average wire length per cell after detail routing.

Summing over the stages, the warning tally comes to 30. Wire length the detailed router placed on met1: 18400 µm. The most common flop cell mapped by yosys was sky130_fd_sc_hd__dfrtp_1. Entering global routing, the biggest net connects 80 pins.
-- final cells by class --
type	count	area, µm²	area share, %
multi-input cells	1486	8880	49.7
flip-flops and latches	266	6660	37.3
clock buffers	43	911	5.10
repair buffers	64	576	3.22
well taps	402	503	2.82
inverters	46	180	1.01
clock inverters	12	150	0.841
-- kinds of logic after synthesis --
group / count (synthesis) / synth area share (%)
DFF: 266 / 41.4
and+or+nand+nor: 954 / 23.6
adders and majority gates: 147 / 14.8
muxes: 26 / 1.80
xor gates and xnor gates: 58 / 3.16
buffers and inverters: 145 / 3.53
AOI/OAI and AO/OA: 301 / 11.6
-- layout by cell type, fill, tap and decap left out, types with 10 or more instances in the layout --
cell type,synthesis,routed
sky130_fd_sc_hd__nor3_1,18,17
sky130_fd_sc_hd__a31oi_1,28,28
sky130_fd_sc_hd__o21a_1,10,10
sky130_fd_sc_hd__xnor2_1,32,32
sky130_fd_sc_hd__buf_4,1,26
sky130_fd_sc_hd__o21ai_1,23,23
sky130_fd_sc_hd__o22ai_1,36,36
sky130_fd_sc_hd__clkdlybuf4s50_1,0,38
sky130_fd_sc_hd__clkbuf_16,0,31
sky130_fd_sc_hd__inv_1,45,44
sky130_fd_sc_hd__a211oi_1,22,22
sky130_fd_sc_hd__and2_1,18,18
sky130_fd_sc_hd__mux2_2,23,23
sky130_fd_sc_hd__nand2_1,691,691
sky130_fd_sc_hd__a21o_1,15,15
sky130_fd_sc_hd__dfrtp_1,265,265
sky130_fd_sc_hd__nor2_1,172,172
sky130_fd_sc_hd__ha_1,74,74
sky130_fd_sc_hd__xor2_1,26,26
sky130_fd_sc_hd__o21ai_0,51,51
sky130_fd_sc_hd__fa_1,73,73
sky130_fd_sc_hd__a21oi_1,82,82
-- per-stage QoR --
| step | std cells | util, % | instance area [µm²] | worst slack (ns) |
|---|---|---|---|---|
| 2_1_floorplan | 1897 | - | 16100 | 21.24 |
| 3_3_place_gp | 2264 | 53.1 | 16800 | 25.85 |
| 3_5_place_dp | 2264 | 53.1 | 16800 | 25.80 |
| 4_1_cts | 2319 | 56.4 | 17900 | 26.37 |
| 5_1_grt | 2319 | 56.4 | 17900 | 25.91 |
| 6_report | 2319 | 56.4 | 17900 | 26.35 |
-- sequential cells by signal, indices dropped and copies added (netlist names) --
name / cells
acc_final: 23
delay_pipeline: 198
output_register: 18
acc_out_1: 23
cur_count: 4
-- per-layer routing --
metal | vias up | global-route usage, %
met5 | - | 0.296
met4 | 0 | 2.98
met3 | 39 | 7.51
met2 | 281 | 35.1
met1 | 5993 | 42.6
li1 | 6224 | -
-- final timing paths --
path | to | slack (ns) | from | cells past startpoint
setup / recovery | delay_pipeline[10][16]$_DFFE_PP0P_ | 26.35 | clk_enable | 6
hold / removal | delay_pipeline[8][0]$_DFFE_PP0P_ | 0.46 | delay_pipeline[7][0]$_DFFE_PP0P_ | 2
setup reg to reg | acc_out_1[22]$_DFFE_PP0P_ | 26.61 | cur_count[0]$_DFFE_PP0P_ | 29
hold reg to reg | delay_pipeline[8][0]$_DFFE_PP0P_ | 0.46 | delay_pipeline[7][0]$_DFFE_PP0P_ | 2
max in group asynchronous | acc_out_1[13]$_DFFE_PP0P_ | 27.00 | reset | 4
min in group asynchronous | delay_pipeline[10][10]$_DFFE_PP0P_ | 7.04 | reset | 2
-- worst max-delay path, cell delays in order --
cell	delay, ns
sky130_fd_sc_hd__clkdlybuf4s50_1	0.45
sky130_fd_sc_hd__buf_4	0.42
sky130_fd_sc_hd__and3_4	0.73
sky130_fd_sc_hd__buf_4	0.76
sky130_fd_sc_hd__nand2_1	0.13
sky130_fd_sc_hd__nand2_1	0.08
